`design/flow/design.v`:
```
`timescale 1ns / 1ps
module InstructionMemory(Data, Address);
   parameter T_rd = 20;
   parameter MemSize = 40;
   output [31:0] Data;
   input [63:0]  Address;
   reg [31:0] 	 Data;
   always @ (Address) begin
      #4;
      case(Address)
	63'h000: Data = 32'hF84003E9;
	63'h004: Data = 32'hF84083EA;
	63'h008: Data = 32'hF84103EB;
	63'h00c: Data = 32'hF84183EC;
	63'h010: Data = 32'hF84203ED;
	63'h014: Data = 32'hAA0B014A;
	63'h018: Data = 32'h8A0A018C;
	63'h01c: Data = 32'hB400008C;
	63'h020: Data = 32'h8B0901AD;
	63'h024: Data = 32'hCB09018C;
	63'h028: Data = 32'h17FFFFFD;
	63'h02c: Data = 32'hF80203ED;
	63'h030: Data = 32'hF84203ED;   
	 63'h038: Data = {11'b11010010100, 16'hdef0, 5'd12};
	 63'h040: Data = {11'b11010010101, 16'h9abc, 5'd13};
	 63'h044: Data = {11'b11010010110, 16'h5678, 5'd14};
	 63'h048: Data = {11'b11010010111, 16'h1234, 5'd15};
	 63'h04c: Data = {11'b10001011000, 5'd13, 6'b000000, 5'd12, 5'd9};
	 63'h050: Data = {11'b10001011000, 5'd14, 6'b000000, 5'd9, 5'd9};
	 63'h054: Data = {11'b10001011000, 5'd15, 6'b000000, 5'd9, 5'd9};
	 63'h058: Data = {11'b11111000000, 9'h28, 2'b00, 5'd31, 5'd9};
	 63'h05c: Data = {11'b11111000010, 9'h28, 2'b00, 5'd31, 5'd10};
	default: Data = 32'hXXXXXXXX;
      endcase
   end
endmodule
```
`design/flow/config.mk`:
```
export PLATFORM = sky130hd
export DESIGN_NAME = InstructionMemory
export DESIGN_NICKNAME = InstructionMemory
export VERILOG_FILES = /design/flow/design.v
export SDC_FILE = /design/flow/constraint.sdc
export NUM_CORES = 4
export LEC_CHECK = 1
export CORE_AREA = 10 10 78 78
export DIE_AREA = 0 0 88 88
```
`design/flow/run.sh`:
```
#!/bin/bash
# OpenROAD 26Q1-2900-gdf79404cd8, Yosys 0.63+post, stock flow scripts
make -C /OpenROAD-flow-scripts/flow DESIGN_CONFIG=/design/flow/config.mk WORK_HOME=/design/flow/orfs finish
```
`design/flow/constraint.sdc`:
```
current_design InstructionMemory

set clk_period 5.5
set clk_io_pct 0.2

create_clock -name clk0 -period $clk_period

set non_clock_inputs [all_inputs -no_clocks]
set_input_delay [expr $clk_period * $clk_io_pct] -clock clk0 $non_clock_inputs
set_output_delay [expr $clk_period * $clk_io_pct] -clock clk0 [all_outputs]
```
==> summary.txt <==
Summary of the current implementation state.

- The combinational cell fraction of total power is 100.0%, for reference.
- Counting the warning lines in the Yosys log gives 1.
- The DRC marker count from the first detailed-route iteration is 285, for reference.
- The switching power total is 0.04863 mW, for reference.
- Per the OpenROAD floorplan log, the width of the die is 88 um.
- The startpoint kind of the worst setup timing path is an input port, for reference.
- Endpoints with negative setup slack in the final report add up to 0.
- After detailed routing, the number of remaining DRC violations is 0.
- The number of distinct library cell variants in the gate-level netlist after synthesis is 50, for reference.
- The combinational family with the most area after synthesis is simple AND/OR/NAND/NOR gates, for reference.
- The timing report gives the biggest stage delay along the critical path as 0.65 ns.
- The chip area from the yosys synthesis statistics is 1187 um^2, for reference.
- The number of cells reported by Yosys stat comes to 194.
- The cell type of the slowest stage on the worst timing path is sky130_fd_sc_hd__or4_4, for reference.
- Dividing the synthesized area by the synthesized cell count gives 6.121 um^2.
- The worst hold endpoint is Data[1], for reference.
- The internal power consumption is 0.06383 mW, for reference.
- The final routed wirelength across all metal layers is 6.138 mm, for reference.
- The share of the synthesized netlist area taken by xor and xnor gates is 1.475%, for reference.
- Broken down by cell family, the worst path's largest delay share belongs to simple AND/OR/NAND/NOR gates.
- The number of inserted diodes is 0, for reference.
- Of the cells placed in the final design, the portion with a size suffix greater than 1 is 8.425%.
- The instance count of the mapped netlist is 194, for reference.
- In this run the core area contains 24 standard-cell rows.
- The top cell type by area accounts for 7.903% of the synthesized area.
- The multiplexer fraction of the synthesized cell area is 0%, for reference.
- Data on the critical path arrives at its endpoint at 4.05 ns.
- The max-slew headroom at the worst pin is 57.87%, for reference.
- The part of the power in registers is 0%, for reference.
- Per report_power, the clock group accounts for 0% of the total.
- The worst setup path is of the input port to output port kind.
- The signal on the critical path passes through clkdlybuf4s50_1 > or4_4 > or3_4 > or4_4 > or4_1 > clkdlybuf4s50_1.
- The routed length per placed instance is 18.89 um, for reference.
- Before placement the cells fill 26.90% of the core.
- The hold violation total from the final report is 0, for reference.
- The cell leakage power is 0.6402 nW, for reference.
- The relative area change from synthesis to final layout is 81.77%, for reference.
- Max-cap violations in this run came to 0.
- The post-synthesis instance area is 1187 um^2, for reference.
- The total routing resource utilization after global routing is 15.15%, for reference.
- The via total after detailed routing is 1841, for reference.
- The layout has 0 clock buffers.
- The total number of warnings across the stage logs is 32, for reference.
- The AND-OR/OR-AND share of the synthesized area is 35.72%, for reference.
- The run finished with clean final reports.
- The required arrival time at the worst endpoint is 4.40 ns, for reference.
- Looking at the critical path, the highest net fanout was 12.
- The count of fill cells added during filler insertion is 431, for reference.
- The number of iterations in the first detailed-routing pass is 4, for reference.
- Hold analysis shows the worst path with a depth of 3.
- Per the gpl log, the routability congestion estimate is 0.9404.
- The number of setup buffers added after CTS is 0.
- The setup slack of the critical path after layout is 0.3505 ns, for reference.
- The switching share of power is 43.24%, for reference.
- The via count of the first global-routing pass is 1798.
- The worst setup path is captured at an output port.
- The part of the Yosys area used for sequential elements is 0%, for reference.
- The peak supply drop is 0.00002166 V, for reference.
- The report lists the number of cells resized after CTS as 0.
- Ranked by total cell area, the synthesized netlist is headed by sky130_fd_sc_hd__nor4_1, sky130_fd_sc_hd__clkbuf_1, sky130_fd_sc_hd__nor3_1.
- The global-route wire length before repair is 9.687 mm, for reference.
- For this design the ratio of total power to cell area is 52.11 nW/um^2.
- The area taken by sequential standard cells is reported as 0 um^2.
- The maximum frequency from static timing analysis is 194.2 MHz, for reference.
- Entering global routing, the biggest net connects 27 pins.
- In the final report, the number of pins over their slew limit comes to 0.
- In this run the remaining antenna-violating nets after routing total 0.
- The wire-length estimate of the detail-placed layout is 5.158 mm.
- Looking at area per cell type in the netlist, the leader is sky130_fd_sc_hd__nor4_1.
- For this run the aggregate overflow at the end of global routing stands at 0.
- The via count normalized by instance count is 5.665, for reference.
- In this run the worst hold path is classified as input port to output port.
- The worst setup timing slack at the placement stage is 0.3502 ns, for reference.
- In this run the most critical hold path is launched from Address[7].
- The slew at the pin closest to its max-slew limit is 0.6261 ns, for reference.
- The adder and majority gate portion of the synthesized area is 0%, for reference.
- Per the post-run analysis, buffers plus inverters along the critical path come to 2.
- The buffer_ports step reported a buffer count of 95.
- The sequential cell count of the final layout is 0, for reference.
- The initial antenna violation count is 0, for reference.
- The die is 88 um tall.
- Setup repair after global routing left no endpoint under its margin.
- The time the worst path needs with I/O delays and setup is 5.150 ns, for reference.
- For reference, simple AND, OR, NAND and NOR cells occupy 52.37% of the area reported after synthesis.
- Post-route period utilization is reported as 93.63%.
- The chip area is 7744 um^2, for reference.
- The number of top-level pins is 96, for reference.
- In this run, post-CTS hold repair placed 0 buffers.
- The floorplan step defined a core boundary enclosing 4414 um^2.
- In the final timing run, aggregate negative setup slack is 0 ns.
[per-layer routing]
| metal | GRT usage (%) | part of all wire [%] |
|---|---|---|
| met1 | 20.50 | 41 |
| met2 | 23.02 | 46 |
| met3 | 6.361 | 13 |
| met4 | 0.7246 | 0.49 |
| met5 | 0 | 0 |
[area by class of cell]
cell class | count | area [um^2] | area share, %
inverter | 2 | 7.507 | 0.3478
multi-input combinational | 167 | 1067 | 49.45
tap | 52 | 65.06 | 3.014
timing repair buffer | 104 | 1018 | 47.19
[kinds of logic after synthesis]
kind of cell	Yosys count
other cells	1
compound gates	61
buf+inv	27
simple gates	103
xor+xnor	2
[synth_stat cells (3+ instances only)]
cell type and instances:
sky130_fd_sc_hd__a211oi_1 4, sky130_fd_sc_hd__a21boi_0 3, sky130_fd_sc_hd__a21oi_1 11, sky130_fd_sc_hd__a22oi_1 3, sky130_fd_sc_hd__buf_4 5, sky130_fd_sc_hd__clkbuf_1 19
sky130_fd_sc_hd__nand2_1 7, sky130_fd_sc_hd__nand2b_1 7, sky130_fd_sc_hd__nand3_1 3, sky130_fd_sc_hd__nand3b_1 3, sky130_fd_sc_hd__nand4_1 8, sky130_fd_sc_hd__nand4b_1 3
sky130_fd_sc_hd__nor2_1 16, sky130_fd_sc_hd__nor2b_1 6, sky130_fd_sc_hd__nor3_1 12, sky130_fd_sc_hd__nor4_1 15, sky130_fd_sc_hd__o211ai_1 6, sky130_fd_sc_hd__o21ai_0 11
sky130_fd_sc_hd__o221ai_1 3, sky130_fd_sc_hd__o22a_1 4, sky130_fd_sc_hd__or2_2 6, sky130_fd_sc_hd__or4_1 3, sky130_fd_sc_hd__or4b_2 3
[per-stage QoR]
stage                     hold slack [ns]  cells  cell area [um^2]  total power [mW]  utilization (%)
after global placement              3.345    325              2158            0.1116            48.89
after floorplan                     2.417    194              1187           0.05160                -
after CTS                           3.331    325              2158            0.1117            48.89
final                               3.320    325              2158            0.1125            48.89
after detailed placement            3.329    325              2158            0.1113            48.89
after global routing                3.405    325              2158            0.1229            48.89
[power by group through the flow]
stage         clock [mW]  sequential, mW  combinational [mW]
global route           0               0               0.123
CTS                    0               0               0.112
finish                 0               0               0.112
[worst max path at each step]
stage | start | endpoint | slack (ns) | cells after the start
CTS | Address[1] | Data[0] | 0.34 | 6
global route | Address[1] | Data[0] | 0.28 | 6
finish | Address[1] | Data[0] | 0.35 | 6
[placed cells by master, fill, tap and decap left out, types with 4 or more instances in the layout]
| cell | Yosys | final |
|---|---|---|
| sky130_fd_sc_hd__buf_4 | 5 | 9 |
| sky130_fd_sc_hd__or2_2 | 6 | 6 |
| sky130_fd_sc_hd__nand4_1 | 8 | 8 |
| sky130_fd_sc_hd__a211oi_1 | 4 | 4 |
| sky130_fd_sc_hd__nand2_1 | 7 | 7 |
| sky130_fd_sc_hd__nand2b_1 | 7 | 7 |
| sky130_fd_sc_hd__nor2b_1 | 6 | 6 |
| sky130_fd_sc_hd__nor3_1 | 12 | 12 |
| sky130_fd_sc_hd__o21ai_0 | 11 | 11 |
| sky130_fd_sc_hd__o22a_1 | 4 | 4 |
| sky130_fd_sc_hd__o211ai_1 | 6 | 6 |
| sky130_fd_sc_hd__nor4_1 | 15 | 15 |
| sky130_fd_sc_hd__nor2_1 | 16 | 16 |
| sky130_fd_sc_hd__a21oi_1 | 11 | 11 |
| sky130_fd_sc_hd__clkdlybuf4s50_1 | 0 | 95 |
No activity file was given, so power comes from the tool's default toggle rates.
